`/design/flow/run.sh`:
```
#!/bin/bash
# OpenROAD 26Q1-2900-gdf79404cd8, Yosys 0.63+post, stock flow scripts
make -C /OpenROAD-flow-scripts/flow DESIGN_CONFIG=/design/flow/config.mk WORK_HOME=/design/flow/orfs finish
```
`/design/flow/config.mk`:
```
export PLATFORM = sky130hd
export DESIGN_NAME = keccak
export DESIGN_NICKNAME = keccak
export VERILOG_FILES = /design/flow/design.v
export SDC_FILE = /design/flow/constraint.sdc
export NUM_CORES = 4
export LEC_CHECK = 1
export CORE_UTILIZATION = 30
```
`/design/flow/constraint.sdc`:
```
current_design keccak

set clk_period 175.2
set clk_io_pct 0.2

create_clock -name clk0 -period $clk_period [get_ports {clk}]

set non_clock_inputs [all_inputs -no_clocks]
set_input_delay [expr $clk_period * $clk_io_pct] -clock clk0 $non_clock_inputs
set_output_delay [expr $clk_period * $clk_io_pct] -clock clk0 [all_outputs]
```
`/design/flow/design.v`:
```
module f_permutation(clk, reset, in, in_ready, ack, out, out_ready);
    input               clk, reset;
    input      [575:0]  in;
    input               in_ready;
    output              ack;
    output reg [1599:0] out;
    output reg          out_ready;
    reg        [22:0]   i;  
    wire       [1599:0] round_in, round_out;
    wire       [63:0]   rc;  
    wire                update;
    wire                accept;
    reg                 calc;  
    assign accept = in_ready & (~ calc);  
    always @ (posedge clk)
      if (reset) i <= 0;
      else       i <= {i[21:0], accept};
    always @ (posedge clk)
      if (reset) calc <= 0;
      else       calc <= (calc & (~ i[22])) | accept;
    assign update = calc | accept;
    assign ack = accept;
    always @ (posedge clk)
      if (reset)
        out_ready <= 0;
      else if (accept)
        out_ready <= 0;
      else if (i[22])  
        out_ready <= 1;
    assign round_in = accept ? {in ^ out[1599:1599-575], out[1599-576:0]} : out;
    rconst
      rconst_ ({i, accept}, rc);
    round
      round_ (round_in, rc, round_out);
    always @ (posedge clk)
      if (reset)
        out <= 0;
      else if (update)
        out <= round_out;
endmodule
module keccak(clk, reset, in, in_ready, is_last, byte_num, buffer_full, out, out_ready);
    input              clk, reset;
    input      [31:0]  in;
    input              in_ready, is_last;
    input      [1:0]   byte_num;
    output             buffer_full;  
    output     [511:0] out;
    output reg         out_ready;
    reg                state;      
    wire       [575:0] padder_out,
                       padder_out_1;  
    wire               padder_out_ready;
    wire               f_ack;
    wire      [1599:0] f_out;
    wire               f_out_ready;
    wire       [511:0] out1;       
    reg        [22:0]  i;          
    genvar w, b;
    assign out1 = f_out[1599:1599-511];
    always @ (posedge clk)
      if (reset)
        i <= 0;
      else
        i <= {i[21:0], state & f_ack};
    always @ (posedge clk)
      if (reset)
        state <= 0;
      else if (is_last)
        state <= 1;
    generate
      for(w=0; w<8; w=w+1)
        begin : L0
          for(b=0; b<8; b=b+1)
            begin : L1
              assign out[(((w)*64 + (b)*8) + 7):((w)*64 + (b)*8)] = out1[(((w)*64 + (7-b)*8) + 7):((w)*64 + (7-b)*8)];
            end
        end
    endgenerate
    generate
      for(w=0; w<9; w=w+1)
        begin : L2
          for(b=0; b<8; b=b+1)
            begin : L3
              assign padder_out[(((w)*64 + (b)*8) + 7):((w)*64 + (b)*8)] = padder_out_1[(((w)*64 + (7-b)*8) + 7):((w)*64 + (7-b)*8)];
            end
        end
    endgenerate
    always @ (posedge clk)
      if (reset)
        out_ready <= 0;
      else if (i[22])
        out_ready <= 1;
    padder
      padder_ (clk, reset, in, in_ready, is_last, byte_num, buffer_full, padder_out_1, padder_out_ready, f_ack);
    f_permutation
      f_permutation_ (clk, reset, padder_out, padder_out_ready, f_ack, f_out, f_out_ready);
endmodule
module padder(clk, reset, in, in_ready, is_last, byte_num, buffer_full, out, out_ready, f_ack);
    input              clk, reset;
    input      [31:0]  in;
    input              in_ready, is_last;
    input      [1:0]   byte_num;
    output             buffer_full;  
    output reg [575:0] out;          
    output             out_ready;    
    input              f_ack;        
    reg                state;        
    reg                done;         
    reg        [17:0]  i;            
    wire       [31:0]  v0;           
    reg        [31:0]  v1;           
    wire               accept,       
                       update;
    assign buffer_full = i[17];
    assign out_ready = buffer_full;
    assign accept = (~ state) & in_ready & (~ buffer_full);  
    assign update = (accept | (state & (~ buffer_full))) & (~ done);  
    always @ (posedge clk)
      if (reset)
        out <= 0;
      else if (update)
        out <= {out[575-32:0], v1};
    always @ (posedge clk)
      if (reset)
        i <= 0;
      else if (f_ack | update)
        i <= {i[16:0], 1'b1} & {18{~ f_ack}};
    always @ (posedge clk)
      if (reset)
        state <= 0;
      else if (is_last)
        state <= 1;
    always @ (posedge clk)
      if (reset)
        done <= 0;
      else if (state & out_ready)
        done <= 1;
    padder1 p0 (in, byte_num, v0);
    always @ (*)
      begin
        if (state)
          begin
            v1 = 0;
            v1[7] = v1[7] | i[16];  
          end
        else if (is_last == 0)
          v1 = in;
        else
          begin
            v1 = v0;
            v1[7] = v1[7] | i[16];
          end
      end
endmodule
module padder1(in, byte_num, out);
  input      [31:0] in;
  input      [1:0]  byte_num;
  output reg [31:0] out;
  always @ (*)
    case (byte_num)
    0: out = 32'h6000000;
    1: out = {in[31:24], 24'h060000};
    2: out = {in[31:16], 16'h0600};
    3: out = {in[31:8],   8'h06};
    endcase
endmodule
module rconst(i, rc);
    input      [23:0] i;
    output reg [63:0] rc;
    always @ (i)
      begin
        rc = 0;
        rc[0] = i[0] | i[4] | i[5] | i[6] | i[7] | i[10] | i[12] | i[13] | i[14] | i[15] | i[20] | i[22];
        rc[1] = i[1] | i[2] | i[4] | i[8] | i[11] | i[12] | i[13] | i[15] | i[16] | i[18] | i[19];
        rc[3] = i[2] | i[4] | i[7] | i[8] | i[9] | i[10] | i[11] | i[12] | i[13] | i[14] | i[18] | i[19] | i[23];
        rc[7] = i[1] | i[2] | i[4] | i[6] | i[8] | i[9] | i[12] | i[13] | i[14] | i[17] | i[20] | i[21];
        rc[15] = i[1] | i[2] | i[3] | i[4] | i[6] | i[7] | i[10] | i[12] | i[14] | i[15] | i[16] | i[18] | i[20] | i[21] | i[23];
        rc[31] = i[3] | i[5] | i[6] | i[10] | i[11] | i[12] | i[19] | i[20] | i[22] | i[23];
        rc[63] = i[2] | i[3] | i[6] | i[7] | i[13] | i[14] | i[15] | i[16] | i[17] | i[19] | i[20] | i[21] | i[23];
      end
endmodule
module round(in, round_const, out);
    input  [1599:0] in;
    input  [63:0]   round_const;
    output [1599:0] out;
    wire   [63:0]   a[4:0][4:0];
    wire   [63:0]   b[4:0];
    wire   [63:0]   c[4:0][4:0], d[4:0][4:0], e[4:0][4:0], f[4:0][4:0], g[4:0][4:0];
    genvar x, y;
    generate
      for(y=0; y<5; y=y+1)
        begin : L0
          for(x=0; x<5; x=x+1)
            begin : L1
              assign a[x][y] = in[1599 - 64*(5*y+x) : 1599 - 64*(5*y+x) - 63];
            end
        end
    endgenerate
    generate
      for(x=0; x<5; x=x+1)
        begin : L2
          assign b[x] = a[x][0] ^ a[x][1] ^ a[x][2] ^ a[x][3] ^ a[x][4];
        end
    endgenerate
    generate
      for(y=0; y<5; y=y+1)
        begin : L3
          for(x=0; x<5; x=x+1)
            begin : L4
              assign c[x][y] = a[x][y] ^ b[(x == 0 ? 4 : x - 1)] ^ {b[(x == 4 ? 0 : x + 1)][62:0], b[(x == 4 ? 0 : x + 1)][63]};
            end
        end
    endgenerate
    assign d[0][0] = c[0][0];
    assign d[1][0] = {c[1][0][62:0], c[1][0][63]};
    assign d[2][0] = {c[2][0][63-62:0], c[2][0][63:63-62+1]};
    assign d[3][0] = {c[3][0][63-28:0], c[3][0][63:63-28+1]};
    assign d[4][0] = {c[4][0][63-27:0], c[4][0][63:63-27+1]};
    assign d[0][1] = {c[0][1][63-36:0], c[0][1][63:63-36+1]};
    assign d[1][1] = {c[1][1][63-44:0], c[1][1][63:63-44+1]};
    assign d[2][1] = {c[2][1][63-6:0], c[2][1][63:63-6+1]};
    assign d[3][1] = {c[3][1][63-55:0], c[3][1][63:63-55+1]};
    assign d[4][1] = {c[4][1][63-20:0], c[4][1][63:63-20+1]};
    assign d[0][2] = {c[0][2][63-3:0], c[0][2][63:63-3+1]};
    assign d[1][2] = {c[1][2][63-10:0], c[1][2][63:63-10+1]};
    assign d[2][2] = {c[2][2][63-43:0], c[2][2][63:63-43+1]};
    assign d[3][2] = {c[3][2][63-25:0], c[3][2][63:63-25+1]};
    assign d[4][2] = {c[4][2][63-39:0], c[4][2][63:63-39+1]};
    assign d[0][3] = {c[0][3][63-41:0], c[0][3][63:63-41+1]};
    assign d[1][3] = {c[1][3][63-45:0], c[1][3][63:63-45+1]};
    assign d[2][3] = {c[2][3][63-15:0], c[2][3][63:63-15+1]};
    assign d[3][3] = {c[3][3][63-21:0], c[3][3][63:63-21+1]};
    assign d[4][3] = {c[4][3][63-8:0], c[4][3][63:63-8+1]};
    assign d[0][4] = {c[0][4][63-18:0], c[0][4][63:63-18+1]};
    assign d[1][4] = {c[1][4][63-2:0], c[1][4][63:63-2+1]};
    assign d[2][4] = {c[2][4][63-61:0], c[2][4][63:63-61+1]};
    assign d[3][4] = {c[3][4][63-56:0], c[3][4][63:63-56+1]};
    assign d[4][4] = {c[4][4][63-14:0], c[4][4][63:63-14+1]};
    assign e[0][0] = d[0][0];
    assign e[0][2] = d[1][0];
    assign e[0][4] = d[2][0];
    assign e[0][1] = d[3][0];
    assign e[0][3] = d[4][0];
    assign e[1][3] = d[0][1];
    assign e[1][0] = d[1][1];
    assign e[1][2] = d[2][1];
    assign e[1][4] = d[3][1];
    assign e[1][1] = d[4][1];
    assign e[2][1] = d[0][2];
    assign e[2][3] = d[1][2];
    assign e[2][0] = d[2][2];
    assign e[2][2] = d[3][2];
    assign e[2][4] = d[4][2];
    assign e[3][4] = d[0][3];
    assign e[3][1] = d[1][3];
    assign e[3][3] = d[2][3];
    assign e[3][0] = d[3][3];
    assign e[3][2] = d[4][3];
    assign e[4][2] = d[0][4];
    assign e[4][4] = d[1][4];
    assign e[4][1] = d[2][4];
    assign e[4][3] = d[3][4];
    assign e[4][0] = d[4][4];
    generate
      for(y=0; y<5; y=y+1)
        begin : L5
          for(x=0; x<5; x=x+1)
            begin : L6
              assign f[x][y] = e[x][y] ^ ((~ e[(x == 4 ? 0 : x + 1)][y]) & e[(x == 3 ? 0 : x == 4 ? 1 : x + 2)][y]);
            end
        end
    endgenerate
    generate
      for(x=0; x<64; x=x+1)
        begin : L60
          if(x==0 || x==1 || x==3 || x==7 || x==15 || x==31 || x==63)
            assign g[0][0][x] = f[0][0][x] ^ round_const[x];
          else
            assign g[0][0][x] = f[0][0][x];
        end
    endgenerate
    generate
      for(y=0; y<5; y=y+1)
        begin : L7
          for(x=0; x<5; x=x+1)
            begin : L8
              if(x!=0 || y!=0)
                assign g[x][y] = f[x][y];
            end
        end
    endgenerate
    generate
      for(y=0; y<5; y=y+1)
        begin : L99
          for(x=0; x<5; x=x+1)
            begin : L100
              assign out[1599 - 64*(5*y+x) : 1599 - 64*(5*y+x) - 63] = g[x][y];
            end
        end
    endgenerate
endmodule
```
==> out/metrics.csv <==
stage,metric,value,unit
run_status,status,"finished, final reports clean",
grt,grt-ovfl-total,0,
timing,period_used_share,22.15,%
synth,synth.distinct_cells,62,
routing,vias,146600,
timing,hold_violations,0,
floorplanning,dieArea,0.5591,sq mm
worst_setup_path,rr_worst_depth,12,
synth,ys_chip_area,0.1668,sq mm
timing,max_slew_margin,15.48,%
synth,edf_count,0,
worst_setup_path,endpoint,padder_.out[564]$_SDFFE_PP0P_,
synth,synth-seq-cells,2244,
floorplanning,coreArea,0.5534,sq mm
min_path,hp-class,reg -> reg,
power_and_ir_drop,power_density,6.341,mW/mm^2
floorplanning,row_count,273,
layout,final_cell_mix,"nand2_1 (2254), dfxtp_1 (2240), nor2_1 (1755)",
placement,gp_congestion,1.222,
timing,worst_pin_slew,1263,ps
routing,drtIter0Drc,17780,
clock_network,clockBufferDepth,4,
grt,grt_pass1_vias,131100,
job,drv_cap,0,
layout,nFillCells,55020,
clock_network,holdBufCountCts,0,
synth,synth_warnings,6,
grt,track_usage,58.25,%
worst_setup_path,worstSetupStartpointType,input port,
grt,antenna_found_initial,259,
routing,first_pass_iters,6,
worst_setup_path,critPathLaunch,in_ready,
layout,layout-drive-gt1-share,13.31,%
placement,port_buffers,551,
worst_setup_path,r2r-start,f_permutation_.calc$_SDFF_PP0_,
layout,lay_top_count,nand2_1,
power_and_ir_drop,p_leak,84.42,nW
routing,finalWirelength,1597,mm
layout,postLayoutCoreUtil,35.59,%
routing,drc,0,
timing,max_freq,25.77,MHz
worst_setup_path,criticalPathCategory,in -> reg,
timing,fin_worst_skew,82.91,ps
grt,grt_max_degree,134,
clock_network,clk_latency,1090,ps
floorplanning,io_pins,552,
worst_setup_path,worstReg2RegEnd,f_permutation_.out[373]$_SDFFE_PP0P_,
layout,syn_to_final_growth,18.04,%
job,warning_count,53,
synth,syn_inst,16960,
floorplanning,fp_util,30.15,%
timing,rsz0062_at_grt,false,
synth,synth_seq_share,26.93,%
grt,grt_pass1_wl,1891,mm
timing,finalMaxSlewViolations,0,
clock_network,cts_tree,done,
worst_setup_path,r2r_setup_slack,168330,ps
floorplanning,die_w,747.7,um
timing,fin_ws,136400,ps
clock_network,cts_sinks,2244,
worst_setup_path,crit_fanout,82,
floorplanning,die_height,747.7,um
synth,avgSynthCellArea,9.836,sq um
placement,dp_hpwl,1376,mm
clock_network,cts.reportedPaths.clkPinSlew,60,ps
timing,finalCriticalPeriod,38800,ps
worst_setup_path,end_kind,register,
synth,syn_area,0.1668,sq mm
placement,preCtsSetupSlack,135570,ps
worst_setup_path,critPathRequiredTime,176170,ps
synth,ys_cells,16960,
clock_network,cts_buffers,317,
worst_setup_path,worstPathArrival,39780,ps
clock_network,post-cts-setup-buffers,0,
synth,async_flop_share,0,%
routing,wl_per_cell,62.19,um
timing,setup-violations-final,0,
power_and_ir_drop,irDropWorstVdd,8.389,uV
synth,flop_cell,dfxtp_1,
clock_network,ctsResizeCount,0,
clock_network,htreeDepth,5,
clock_network,cts_root_buf,clkbuf_16,
routing,postRouteAntennaNets,0,
timing,tns,0,ps
routing,viasPerCell,5.707,
[synthesized netlist by cell type (12+ instances only)]
| master | count | share of area, % |
|---|---|---|
| xor2_4 | 41 | 0.68 |
| inv_1 | 12 | 0.027 |
| a21o_1 | 16 | 0.072 |
| o21ai_0 | 520 | 1.6 |
| nor2_2 | 12 | 0.045 |
| nand2b_1 | 139 | 0.52 |
| a211oi_1 | 907 | 4.1 |
| o211a_1 | 16 | 0.096 |
| xor2_1 | 1514 | 7.9 |
| nand3b_1 | 102 | 0.46 |
| xnor2_4 | 12 | 0.20 |
| nand3_1 | 634 | 1.9 |
| nor2b_1 | 257 | 0.96 |
| and3_1 | 66 | 0.25 |
| xor3_1 | 104 | 1.5 |
| nor3_1 | 67 | 0.20 |
| a311o_1 | 69 | 0.41 |
| buf_4 | 549 | 2.5 |
| nand3b_2 | 15 | 0.10 |
| xnor3_1 | 1834 | 25 |
| buf_2 | 251 | 0.75 |
| dfxtp_1 | 2244 | 27 |
| buf_1 | 20 | 0.045 |
| and2_1 | 33 | 0.12 |
| nor4_1 | 29 | 0.11 |
| a21oi_1 | 613 | 1.8 |
| xnor2_2 | 19 | 0.19 |
| nand2_1 | 2255 | 5.1 |
| a22oi_1 | 19 | 0.085 |
| nor2_1 | 1757 | 4.0 |
| or4_1 | 14 | 0.063 |
| xor2_2 | 43 | 0.42 |
| o211ai_1 | 26 | 0.12 |
| clkbuf_1 | 775 | 1.7 |
| xor3_2 | 12 | 0.18 |
| a311oi_1 | 60 | 0.31 |
| buf_6 | 19 | 0.13 |
| xnor2_1 | 1677 | 8.8 |
| or3_1 | 128 | 0.48 |
[report_power, final]
| part | switching [W] | total [W] | internal [W] |
|---|---|---|---|
| logic | 0.0000276 | 0.0000321 | 0.00000445 |
| clock network | 0.000304 | 0.000704 | 0.000400 |
| registers | 0.00000177 | 0.000513 | 0.000511 |
| total | 0.000333 | 0.00125 | 0.000915 |
[metrics by stage]
step	area [sq um]	hold slack, ps	instances	total power [W]
CTS	196000	437.7	25320	0.001246
floorplan	166800	411.4	16960	0.0005370
global route	196300	458.1	25440	0.001262
finish	196900	434.4	25680	0.001249
detailed placement	185400	423.1	24750	0.0005544
global placement	185400	416.9	24750	0.0005544
[layer usage]
layer | track usage [%] | vias up | share of wire, %
li1 | - | 58810 | -
met1 | 60.22 | 73830 | 32
met2 | 68.28 | 10670 | 35
met3 | 48.37 | 3083 | 19
met4 | 55.62 | 174 | 13
met5 | 23.84 | - | 1.2
[worst max-delay path, cell delays in order]
cell	delay, ps
clkdlybuf4s50_1	480
o21ai_4	710
buf_4	690
buf_4	600
buf_12	420
buf_4	560
buf_4	540
nand2_1	150
a21oi_1	190
[worst min path at each step]
stage                  end  slack [ps]        startpoint  cells after the start
4_1_cts   i[10]$_SDFF_PP0_         440   i[9]$_SDFF_PP0_                      1
5_1_grt   i[17]$_SDFF_PP0_         460  i[16]$_SDFF_PP0_                      1
6_report  i[14]$_SDFF_PP0_         430  i[13]$_SDFF_PP0_                      1
[layout make-up]
cell class / instances / area, sq um / share of cell area (%)
Antenna cell: 358 / 895.9 / 0.4549
Tap cell: 7287 / 9117 / 4.630
Clock buffer: 462 / 9230 / 4.687
Inverter: 13 / 56.30 / 0.02859
Clock inverter: 108 / 1366 / 0.6938
Sequential cell: 2244 / 44930 / 22.82
Multi-Input combinational cell: 13090 / 113800 / 57.80
Timing Repair Buffer: 2122 / 17500 / 8.885
[flip-flops by register name (all words and copies together) (netlist names)]
name and cells:
padder_.state 1, f_permutation_.out 1600, i 23, padder_.i 18
f_permutation_.calc 1, padder_.done 1, out_ready 1, f_permutation_.i 23
padder_.out 576
[cells by family (layout without fill, tap and decap cells)]
| family | count (synthesis) | count (layout) | share of synthesized area [%] |
|---|---|---|---|
| AND-OR/OR-AND | 2292 | 2292 | 8.813 |
| flip-flops | 2244 | 2244 | 26.93 |
| AND/OR/NAND/NOR | 5533 | 5533 | 14.38 |
| other | 0 | 358 | 0 |
| buffers and inverters | 1631 | 2705 | 5.181 |
| multiplexers | 4 | 4 | 0.02400 |
| XOR/XNOR | 5258 | 5258 | 44.68 |
No activity file was given, so power comes from the tool's default toggle rates.
